==> flow/run.sh <==
#!/bin/bash
# OpenROAD 26Q1-2900-gdf79404cd8, Yosys 0.63+post, stock flow scripts
make -C /OpenROAD-flow-scripts/flow DESIGN_CONFIG=/design/flow/config.mk WORK_HOME=/design/flow/orfs finish
==> flow/config.mk <==
export PLATFORM = sky130hd
export DESIGN_NAME = smg_interface
export DESIGN_NICKNAME = smg_interface
export VERILOG_FILES = /design/flow/design.v
export SDC_FILE = /design/flow/constraint.sdc
export NUM_CORES = 4
export LEC_CHECK = 1
export CORE_UTILIZATION = 30
==> flow/constraint.sdc <==
current_design smg_interface

set clk_period 3.9
set clk_io_pct 0.2

create_clock -name clk0 -period $clk_period [get_ports {CLK}]

set non_clock_inputs [all_inputs -no_clocks]
set_input_delay [expr $clk_period * $clk_io_pct] -clock clk0 $non_clock_inputs
set_output_delay [expr $clk_period * $clk_io_pct] -clock clk0 [all_outputs]
==> flow/design.v <==
`timescale 1ns / 1ps
module smg_control_module(
    CLK,
    RSTn,
    number_sig,
    number_data
    );
    input CLK;
    input RSTn;
    input [23:0]number_sig;
    output [3:0]number_data;
    localparam T1MS = 16'd49_999;
    reg [15:0]count;
    always @(posedge CLK or negedge RSTn) begin
        if (!RSTn)
            count <= 16'd0;
        else if (count == T1MS)
            count <= 16'd0;
        else
            count <= count + 1'b1;
    end
    reg [2:0]i;
    reg [3:0]rData;
    always @(posedge CLK or negedge RSTn) begin
        if (!RSTn) begin
            i <= 3'd0;
            rData <= 4'd0;
        end
        else
            case(i)
                0:
                    if (count == T1MS)
                        i <= i + 1'b1;
                    else
                        rData <= number_sig[23:20];
                1:
                    if (count == T1MS)
                        i <= i + 1'b1;
                    else
                        rData <= number_sig[19:16];
                2:
                    if (count == T1MS)
                        i <= i + 1'b1;
                    else
                        rData <= number_sig[15:12];
                3:
                    if (count == T1MS)
                        i <= i + 1'b1;
                    else
                        rData <= number_sig[11:8];
                4:
                    if (count == T1MS)
                        i <= i + 1'b1;
                    else
                        rData <= number_sig[7:4];
                5:
                    if (count == T1MS)
                        i <= 3'd0;
                    else
                        rData <= number_sig[3:0];
            endcase
    end
    assign number_data = rData;
endmodule
`timescale 1ns / 1ps
module smg_encode_module(
    CLK,
    RSTn,
    number_data,
    smg_data
    );
    input CLK;
    input RSTn;
    input [3:0]number_data;
    output [7:0]smg_data;
    parameter _0 = 8'b1100_0000;
    parameter _1 = 8'b1111_1001;
    parameter _2 = 8'b1010_0100;
    parameter _3 = 8'b1011_0000;
    parameter _4 = 8'b1001_1001;
    parameter _5 = 8'b1001_0010;
    parameter _6 = 8'b1000_0010;
    parameter _7 = 8'b1111_1000;
    parameter _8 = 8'b1000_0000;
    parameter _9 = 8'b1001_0000;
    parameter _a = 8'b1000_1000;
    parameter _b = 8'b1000_0011;
    parameter _c = 8'b1100_0110;
    parameter _d = 8'b1010_0001;
    parameter _e = 8'b1000_0110;
    parameter _f = 8'b1000_1110;
    parameter _z = 8'b1111_1111;
    reg [7:0]rSmg;
    always @(posedge CLK or negedge RSTn) begin
        if (!RSTn)
            rSmg <= _z;
        else
            case(number_data)
                4'd0:  rSmg<= _0;
                4'd1:  rSmg<= _1;
                4'd2:  rSmg<= _2;
                4'd3:  rSmg<= _3;
                4'd4:  rSmg<= _4;
                4'd5:  rSmg<= _5;
                4'd6:  rSmg<= _6;
                4'd7:  rSmg<= _7;
                4'd8:  rSmg<= _8;
                4'd9:  rSmg<= _9;
                4'd10: rSmg<= _a;
                4'd11: rSmg<= _b;
                4'd12: rSmg<= _c;
                4'd13: rSmg<= _d;
                4'd14: rSmg<= _e;
                4'd15: rSmg<= _f;
            endcase
    end
    assign smg_data = rSmg;
endmodule
`timescale 1ns / 1ps
module smg_interface(
    input CLK,
    input RSTn,
    input [23:0]number_sig,
    output [7:0]smg_data,
    output [5:0]scan_sig
    );
    wire [3:0]number_data;
    smg_control_module S1(
        .CLK(CLK),
        .RSTn(RSTn),
        .number_sig(number_sig),
        .number_data(number_data)
    );
    smg_encode_module S2(
        .CLK(CLK),
        .RSTn(RSTn),
        .number_data(number_data),
        .smg_data(smg_data)
    );
    smg_scan_module S3(
        .CLK(CLK),
        .RSTn(RSTn),
        .scan_sig(scan_sig)
    );
endmodule
`timescale 1ns / 1ps
module smg_scan_module(
    CLK,
    RSTn,
    scan_sig
    );
    input CLK;
    input RSTn;
    output [5:0]scan_sig;
    localparam T1MS = 16'd49_999;
    reg [15:0]count;
    always @(posedge CLK or negedge RSTn) begin
        if (!RSTn)
            count <= 16'd0;
        else if (count == T1MS)
            count <= 16'd0;
        else
            count <= count + 1'b1;
    end
    reg [2:0]i;
    reg [5:0]rScan;
    always @(posedge CLK or negedge RSTn) begin
        if (!RSTn) begin
            i <= 3'd0;
            rScan <= 6'b11_1111;
        end
        else
            case(i)
                0:
                    if(count == T1MS)
                        i <= i + 1'b1;
                    else
                        rScan <= 6'b01_1111;
                1:
                    if(count == T1MS)
                        i <= i + 1'b1;
                    else
                        rScan <= 6'b10_1111;
                2:
                    if(count == T1MS)
                        i <= i + 1'b1;
                    else
                        rScan <= 6'b11_0111;
                3:
                    if(count == T1MS)
                        i <= i + 1'b1;
                    else
                        rScan <= 6'b11_1011;
                4:
                    if(count == T1MS)
                        i <= i + 1'b1;
                    else
                        rScan <= 6'b11_1101;
                5:
                    if(count == T1MS)
                        i <= 3'd0;
                    else
                        rScan <= 6'b11_1110;
            endcase
    end
    assign scan_sig = rScan;
endmodule
==> qor.yml <==
outcome: "completed"
post-route-period-util_pct: 54.1
slowest_delay_ps: 620
clock_skew_ps: 9.51
netlist.area_leader.share_pct: 34.6
n_antenna_cell: 0
routedWlPerCell_um: 11.8
startpoint: "S1.i[2]"
cts_hold_buf: 0
power.density_nw_per_um2: 292
reg2reg_slack_ps: 1790
reg2reg_from: "S1.i[2]"
antenna_left: 0
maxSlewViolCount: 0
hold_ws_ps: 463
ys.flops: 55
clk_latency_ps: 300
grt_pass1_vias: 2144
leakage_nw: 1.49
core_um2: 9770
critPathLaunchType: "flip-flop"
cts_resized: 0
path_clk_slew_ps: 100
dpl.hpwl_mm: 3.81
post_cts_buffers: 0
ys_cells: 292
crit_fanout: 12
gp_congestion: 0.838
drt-pass1-iter-count: 4
overflow: 0
die_area_um2: 10500
fin_crit_ps: 2110
simple_gate_share_pct: 19.7
critical_path_required_ps: 4140
cts_tree: "done"
tns_ps: 0
worst_slew_pin_slew_ps: 689
ys_sh_xor_pct: 7.20
initial_utilization_pct: 31.1
ys_warn_count: 3
drive_above_1_share_pct: 13.5
crit_path_end: "S1.rData[3]"
worstSetupPathType: "reg2reg"
slew_headroom_pct: 54.1
crit_path_top_delay_cell: "dfrtp_1"
grt_use_total_pct: 11.1
totalWireLength_mm: 5.40
max_freq_mhz: 474
ff_type: "dfrtp_1"
synthesis.area_um2: 3040
postSynthSeqShare_pct: 45.8
vias: 2258
endpoint_kind: "flip-flop"
edf_count: 0
ys_types: 62
hold_path.class: "reg2reg"
viasPerCell: 4.93
finalHoldViolCount: 0
htreeDepth: 2
placed_area_um2: 3500
core.rowCount: 36
grt_pass1_wl_mm: 9.43
portBuffers: 38
synthTopLogicFamily: "simple AND/OR/NAND/NOR gates"
cap_violations: 0
synthAoiAreaFrac_pct: 14.0
wl_met3_um: 230
wl_met1_mm: 2.65
warning_count: 30
drt_first_iter_violations: 91
worstPathCellList: "inv_1 -> ha_1 -> or4_4 -> o21ai_2 -> o32ai_1 -> o21ai_1"
die_width_um: 103
reg2reg_depth: 6
worstPathArrival_ps: 2350
area_delta_synth_final_pct: 19.1
pin_count: 40
clockRootBuffer: "clkbuf_8"
wl_met2_mm: 2.49
synth_chip_area_um2: 3040
routed.top_layer: "met4"
numCtsBuffers: 5
largest_area_cell: "dfrtp_1"
finalPower_mw: 1.06
syn_inst: 292
setup_viol: 0
design_area_um2: 3620
mux_share_pct: 4.78
chipHeight_um: 103
avgSynthCellArea_um2: 10.4
area_leaders: "dfrtp_1, dfstp_2, ha_1"
drc_errors: 0
rsz0062_at_grt: "false"
grt_max_degree: 56
clk_path_buf_depth: 2
rr_endpoint: "S1.rData[3]"
synthAdderAreaFrac_pct: 4.12
antenna_found_initial: 0
ir_worst_vdd_uv: 153
cts.sinks: 55
synthArstFlopShare_pct: 100
-- cell usage after synthesis (6+ instances only) --
cell type and n:
xor2_1 13, dfstp_2 13, a31oi_1 6, nand3_1 13, inv_1 11, a211oi_1 6, xnor2_1 12, dfrtp_1 42
mux2i_1 10, a21oi_1 9, o21ai_0 9, nor2_1 30, nand2_1 14, ha_1 10
-- worst min-delay path by stage --
stage | from | end | slack, ps | cells past startpoint
final | S1.count[0] | S1.count[0] | 460 | 1
after global routing | S3.count[15] | S3.count[15] | 510 | 1
after CTS | S1.count[0] | S1.count[0] | 470 | 1
-- registers in the layout (all words and copies together) (netlist names) --
signal,count
S1.rData,4
S3.rScan,6
S2.rSmg,7
S1.i,3
S1.count,16
S3.i,3
S3.count,16
-- metrics by stage --
step	cells	utilization (%)	setup slack (ps)
finish	458	37.0	1790
global route	458	37.0	1640
CTS	458	37.0	1790
detailed placement	450	35.8	1850
global placement	450	35.8	1890
floorplan	292	-	1940
-- kinds of logic (layout without fill, tap and decap cells) --
logic type               count (synthesis)  count (layout)
buffers and inverters                   25              58
adder cells (fa/ha/maj)                 10              10
flip-flops                              55              55
AND/OR/NAND/NOR                        102             102
AND-OR/OR-AND                           61              61
multiplexers                            13              13
XOR/XNOR                                25              25
other                                    1               1
-- worst max-delay path: cells and delay by family (launching register included) --
kind / cells / cell delay (ps)
AOI/OAI and AO/OA: 3 / 370
adders and majority gates: 1 / 300
DFF: 1 / 620
buffers and inverters: 1 / 150
and+or+nand+nor: 1 / 600
-- routing by layer --
layer / global-route usage [%] / vias to the layer above
met1: 16.5 / 1085
met5: 0 / -
met3: 1.59 / 2
met2: 18.2 / 51
li1: - / 1120
met4: 1.10 / 0
-- final cells by class --
cell class,count,area (um2)
Clock buffer,6,82.6
Clock inverter,2,38.8
Fill cell,954,6150
Inverter,11,41.3
Multi-Input combinational cell,212,1520
Sequential cell,55,1390
Tap cell,133,166
Timing Repair Buffer,39,383
-- placed cells by master (no fill, tap or decap), types with 4 or more instances in the layout --
cell             synthesis  final
a31oi_1                  6      6
o21ai_1                  5      5
and3_1                   4      4
dfrtp_1                 42     42
o32ai_1                  4      4
mux2i_1                 10     10
a211oi_1                 6      6
ha_1                    10     10
clkbuf_8                 1      6
a32o_1                   5      5
inv_1                   11     11
dfstp_2                 13     13
nand3_1                 13     13
a21oi_1                  9      9
xor2_1                  13     13
nand4_1                  5      5
o21ai_0                  9      9
nor3_1                   4      4
nor2_1                  30     30
clkdlybuf4s50_1          0     37
nand2_1                 14     14
xnor2_1                 12     12
-- where the power goes --
part	internal (mW)	switching [mW]
registers	0.583	0.00736
logic	0.0444	0.0246
clock network	0.211	0.185
Power and IR drop assume default switching activity.
