$ cat ./design.v
`timescale 1ns / 1ps
module iic_com(
    sysclk,
    rst_n,
    start_sig,
    addr_sig,
    wrdata,
    rddata,
    done_sig,
    scl,
    sda
    );
    input sysclk;
    input rst_n;
    input [1:0]start_sig;    
    input [7:0]addr_sig;     
    input [7:0]wrdata;
    output [7:0]rddata;
    output done_sig;
    output scl;
    inout sda;
    parameter F100K = 9'd200;  
    reg [4:0]i;
    reg [4:0]Go;
    reg [8:0]C1;
    reg [7:0]rData;
    reg rSCL;
    reg rSDA;
    reg isAck;
    reg isDone;
    reg isOut;
    assign done_sig = isDone;
    assign rddata = rData;
    assign scl = rSCL;
    assign sda = isOut ? rSDA : 1'bz;
    always @(posedge sysclk or negedge rst_n) begin
        if (!rst_n) begin
            i <= 5'd0;
            Go <= 5'd0;
            C1 <= 9'd0;
            rData <= 8'd0;
            rSCL <= 1'b1;
            rSDA <= 1'b1;
            isAck <= 1'b1;  
            isDone <= 1'b0;
            isOut <= 1'b1;
        end
        else if (start_sig[0])  
            case (i)
                0:  
                    begin
                        isOut <= 1'b1;  
                        if (C1 == 0) rSCL <= 1'b1;
                        else if (C1 == 200) rSCL <= 1'b0;  
                        if (C1 == 0) rSDA <= 1'b1;
                        else if (C1 == 100) rSDA <= 1'b0;  
                        if (C1 == 250-1) begin C1 <= 9'd0; i <= i + 1'b1; end
                        else C1 <= C1 + 1'b1;
                    end
                1:  
                    begin
                        rData <= {4'b1010, 3'b000, 1'b0};
                        i <= 5'd7;
                        Go <= i + 1'b1;  
                    end
                2:  
                    begin
                        rData <= addr_sig;
                        i <= 5'd7;
                        Go <= i + 1'b1;  
                    end
                3:  
                    begin
                        rData <= wrdata;
                        i <= 5'd7;
                        Go <= i + 1'b1;  
                    end
                4:  
                    begin
                        isOut <= 1'b1;
                        if (C1 == 0) rSCL <= 1'b0;
                        else if (C1 == 50) rSCL <= 1'b1;  
                        if (C1 == 0) rSDA <= 1'b0;
                        else if (C1 == 150) rSDA <= 1'b1;  
                        if (C1 == 250-1) begin C1 <= 9'd0; i <= i + 1'b1; end
                        else C1 <= C1 + 1'b1;
                    end
                5:  
                    begin
                        isDone <= 1'b1;
                        i <= i + 1'b1;
                    end
                6:
                    begin
                        isDone <= 1'b0;
                        i <= 5'd0;
                    end
                7,8,9,10,11,12,13,14:  
                    begin
                        isOut <= 1'b1;
                        rSDA <= rData[14-i];  
                        if (C1 == 0) rSCL <= 1'b0;
                        else if (C1 == 50) rSCL <= 1'b1;
                        else if (C1 == 150) rSCL <= 1'b0;  
                        if (C1 == F100K-1) begin C1 <= 9'd0; i <= i + 1'b1; end
                        else C1 <= C1 + 1'b1;
                    end
                15:  
                    begin
                        isOut <= 1'b0;  
                        if (C1 == 100) isAck <= sda;
                        if (C1 == 0)  rSCL <= 1'b0;
                        else if (C1 == 50) rSCL <= 1'b1;
                        else if (C1 == 150) rSCL <= 1'b0;
                        if (C1 == F100K-1) begin C1 <= 9'd0; i <= i + 1'b1; end
                        else C1 <= C1 + 1'b1;
                    end
                16:  
                    if (isAck == 1'b0)  
                        i <= Go;
                    else  
                        i <= 5'd0;
            endcase
        else if (start_sig[1])  
            case (i)
                0:  
                    begin
                        isOut <= 1'b1;
                        if (C1 == 0) rSCL <= 1'b1;
                        else if (C1 == 200) rSCL <= 1'b0;  
                        if (C1 == 0) rSDA <= 1'b1;
                        else if (C1 == 100) rSDA <= 1'b0;  
                        if (C1 == 250-1) begin C1 <= 9'd0; i <= i + 1'b1; end
                        else C1 <= C1 + 1'b1;
                    end
                1:  
                    begin
                        rData <= {4'b1010, 3'b000, 1'b0};
                        i <= 5'd9;
                        Go <= i + 1'b1;  
                    end
                2:  
                    begin
                        rData <= addr_sig;
                        i <= 5'd9;
                        Go <= i + 1'b1;  
                    end
                3:  
                    begin
                        isOut <= 1'b1;
                        if (C1 == 0) rSCL <= 1'b1;
                        else if (C1 == 200) rSCL <= 1'b0;
                        if (C1 == 0) rSDA <= 1'b1;
                        else if (C1 == 100) rSDA <= 1'b0;
                        if (C1 == 250-1) begin C1 <= 9'd0; i <= i + 1'b1; end
                        else C1 <= C1 + 1'b1;
                    end
                4:  
                    begin
                        rData <= {4'b1010, 3'b000, 1'b1};
                        i <= 5'd9;
                        Go <= i + 1'b1;  
                    end
                5:  
                    begin
                        rData <= 8'd0;
                        i <= 5'd19;
                        Go <= i + 1'b1;  
                    end
                6:  
                    begin
                        isOut <= 1'b1;
                        if (C1 == 0) rSCL <= 1'b0;
                        else if (C1 == 50) rSCL <= 1'b1;
                        if (C1 == 0) rSDA <= 1'b0;
                        else if (C1 == 150) rSDA <= 1'b1;
                        if (C1 == 250-1) begin C1 <= 9'd0; i <= i + 1'b1; end
                        else C1 <= C1 + 1'b1;
                    end
                7:  
                    begin
                        isDone <= 1'b1;
                        i <= i + 1'b1;
                    end
                8:
                    begin
                        isDone <= 1'b0;
                        i <= 5'd0;
                    end
                9,10,11,12,13,14,15,16:  
                    begin
                        isOut <= 1'b1;
                        rSDA <= rData[16-i];
                        if (C1 == 0) rSCL <= 1'b0;
                        else if (C1 == 50) rSCL <= 1'b1;
                        else if (C1 == 150) rSCL <= 1'b0;
                        if (C1 == F100K-1) begin C1 <= 9'd0; i <= i + 1'b1; end
                        else C1 <= C1 + 1'b1;
                    end
                17:  
                    begin
                        isOut <= 1'b0;
                        if (C1 == 100) isAck <= sda;
                        if (C1 == 0) rSCL <= 1'b0;
                        else if (C1 == 50) rSCL <= 1'b1;  
                        else if (C1 == 150) rSCL <= 1'b0;
                        if (C1 == F100K-1) begin C1 <= 9'd0; i <= i + 1'b1; end
                        else C1 <= C1 + 1'b1;
                    end
                18:  
                    if (isAck == 1'b0)
                        i <= Go;
                    else
                        i <= 5'd0;
                19,20,21,22,23,24,25,26:  
                    begin
                        isOut <= 1'b0;  
                        if (C1 == 100) rData[26-i] <= sda;
                        if (C1 == 0) rSCL <= 1'b0;
                        else if (C1 == 50) rSCL <= 1'b1;
                        else if (C1 == 150) rSCL <= 1'b0;
                        if (C1 == F100K-1) begin C1 <= 9'd0; i <= i + 1'b1; end
                        else C1 <= C1 + 1'b1;
                    end
                27:  
                    begin
                        isOut <= 1'b1;
                        rSDA <= 1'b1;  
                        if (C1 == 0) rSCL <= 1'b0;
                        else if (C1 == 50) rSCL <= 1'b1;
                        else if (C1 == 150) rSCL <= 1'b0;  
                        if (C1 == F100K-1) begin C1 <= 9'd0; i <= Go; end
                        else C1 <= C1 + 1'b1;
                    end
            endcase
    end
endmodule
$ cat ./run.sh
#!/bin/bash
# OpenROAD 26Q1-2900-gdf79404cd8, Yosys 0.63+post, stock flow scripts
make -C /OpenROAD-flow-scripts/flow DESIGN_CONFIG=/design/flow/config.mk WORK_HOME=/design/flow/orfs finish
$ cat ./config.mk
export PLATFORM = sky130hd
export DESIGN_NAME = iic_com
export DESIGN_NICKNAME = iic_com
export VERILOG_FILES = /design/flow/design.v
export SDC_FILE = /design/flow/constraint.sdc
export NUM_CORES = 4
export LEC_CHECK = 1
export CORE_UTILIZATION = 40
$ cat ./constraint.sdc
current_design iic_com

set clk_period 3.6
set clk_io_pct 0.2

create_clock -name clk0 -period $clk_period [get_ports {sysclk}]

set non_clock_inputs [all_inputs -no_clocks]
set_input_delay [expr $clk_period * $clk_io_pct] -clock clk0 $non_clock_inputs
set_output_delay [expr $clk_period * $clk_io_pct] -clock clk0 [all_outputs]
==> ci_impl_report.md <==
### Metrics collected by this job

| Metric | Value |
|---|---|
| Largest area contributor in the netlist | dfrtp_1 |
| Status | did not finish |
| Synth area leaders | dfrtp_1, ha_1, o21ai_0, nand2_1, nor2_1 |
| Post-DP HPWL | around 8400 um |
| Root Buffer | clkbuf_8 |
| Synth Seq Share | 20.5% |
| CTS Buf Count | 5 |
| Commonest cells post-synth | nand2_1, o21ai_0, dfrtp_1, nor2_1, ha_1 |
| Num rows | 35 |
| YS chip area | 3800 um^2 |
| RD Place Congestion | between 0.9 and 1 |
| Hold-fix buffers at CTS | 0 |
| Top area contributor share | 18.4% |
| Post-synth regs | 31 |
| Area after DPL | 4170 um^2 |
| Worst slack at placement | between 0.15 and 0.2 ns |
| Io pins | 31 |
| Total of warnings raised by yosys | 2 |
| Distinct cells, synth | 90 |
| Avg Cell Area, Syn | 8.15 um^2 |
| Post-synth EDFFs | 0 |
| Clk sinks | 31 |
| Die width | 99.5 um |
| Postcts setup bufs | 0 |
| Fail Step | clock tree synthesis |
| Input/output buffers | 29 |
| Synthesized area | approximately 3800 um^2 |
| Syn Inst Count | 466 |
| Post-synth ARST share | roughly 100% |
| Cell total in the yosys stat output | 466 |
| CTS Buffer Depth | 2 |
| CTS resizes | 0 |
| Chip Height | 99.5 um |
| Top_reg_cell synth | dfrtp_1 |
| Maximum level of the CTS H-tree | 2 |
| Pre-Place Util | between 40% and 50% |
| Cell with the most instances after synthesis | nand2_1 |
| Halt Reason | [error] [KeplerFormal.cpp:679] Workflow failed: Iso has multiple drivers: .sda0, sda$_DFFE_PN1P_.Q0 |
==> cells by family after synthesis <==
| kind of cell | share of synthesized area [%] |
|---|---|
| simple gates | 26.6 |
| fa+ha+maj | 6.59 |
| buf+inv | 6.12 |
| flops | 20.5 |
| xor+xnor | 2.96 |
| compound gates | 32.9 |
| mux | 4.38 |
==> per-stage QoR <==
step	std cells	util, %
detailed placement	604	45.2
floorplan	466	-
global placement	604	45.2
