**flow/run.sh**
```bash
#!/bin/bash
# OpenROAD 26Q1-2900-gdf79404cd8, Yosys 0.63+post, stock flow scripts
make -C /OpenROAD-flow-scripts/flow DESIGN_CONFIG=/design/flow/config.mk WORK_HOME=/design/flow/orfs finish
```
**flow/config.mk**
```make
export PLATFORM = sky130hd
export DESIGN_NAME = pushshift_savemod
export DESIGN_NICKNAME = pushshift_savemod
export VERILOG_FILES = /design/flow/design.v
export SDC_FILE = /design/flow/constraint.sdc
export NUM_CORES = 4
export LEC_CHECK = 1
export CORE_UTILIZATION = 50
```
**flow/constraint.sdc**
```tcl
current_design pushshift_savemod

set clk_period 1.7
set clk_io_pct 0.2

create_clock -name clk0 -period $clk_period [get_ports {sysclk}]

set non_clock_inputs [all_inputs -no_clocks]
set_input_delay [expr $clk_period * $clk_io_pct] -clock clk0 $non_clock_inputs
set_output_delay [expr $clk_period * $clk_io_pct] -clock clk0 [all_outputs]
```
**flow/design.v**
```verilog
`timescale 1ns / 1ps
module pushshift_savemod(
    sysclk,
    rst_n,
    iEn,
    iAddr,
    iData,
    oData
    );
    input sysclk;
    input rst_n;
    input iEn;
    input [3:0]iAddr;
    input [3:0]iData;
    output [23:0]oData;
    reg [3:0]RAM [15:0];  
    reg [23:0]D1;  
    always @(posedge sysclk or negedge rst_n) begin
        if (!rst_n) begin
            D1 <= 24'd0;
            RAM[0] <= 4'd0;  
        end
        else if (iEn) begin
            RAM[iAddr] <= iData;
            D1[3:0] <= RAM[iAddr];  
            D1[7:4] <= D1[3:0];
            D1[11:8] <= D1[7:4];
            D1[15:12] <= D1[11:8];
            D1[19:16] <= D1[15:12];
            D1[23:20] <= D1[19:16];
        end
    end
    assign oData = D1;
endmodule
```
==> metrics.txt <==
# HELP chip_impl_metric Synthesis and place-and-route metrics
# TYPE chip_impl_metric gauge
chip_impl_metric{name="die_height",unit="um"} 87.5
chip_impl_metric{name="slew_violations",unit=""} 0
chip_impl_metric{name="top_level_ports",unit=""} 35
chip_impl_metric{name="post_route_cells_drive_above_1_share",unit="%"} 31.3
chip_impl_metric{name="routed_via_density",unit=""} 5.53
chip_impl_metric{name="grt_start_max_net_pins",unit=""} 29
chip_impl_metric{name="area_of_the_synthesized_netlist_per_yosys_stat",unit="um2"} 3660
chip_impl_metric{name="final.setup.tns",unit="ns"} 0
chip_impl_metric{name="fill_cells",unit=""} 516
chip_impl_metric{name="gp_congestion",unit=""} 0.958
chip_impl_metric{name="syn_inst",unit=""} 248
chip_impl_metric{name="die_area",unit="um2"} 7660
chip_impl_metric{name="worst-endpoint-arrival",unit="ns"} 1.72
chip_impl_metric{name="clkLatencyLatePin",unit="ns"} 0.34
chip_impl_info{name="tritoncts",value="built"} 1
chip_impl_metric{name="cts_inserted_buffers",unit=""} 9
chip_impl_metric{name="floorplanUtilization",unit="%"} 52.7
chip_impl_metric{name="n_antenna_cell",unit=""} 0
chip_impl_metric{name="areaGrowthSynthToFinish",unit="%"} 26.9
chip_impl_metric{name="cell_pwr_density",unit="nW/um2"} 1000
chip_impl_info{name="worstSetupStartpointType",value="primary input"} 1
chip_impl_info{name="ys_top_cells_by_area",value="edfxtp_1, dfrtp_1, mux2_2"} 1
chip_impl_metric{name="totalWireLength",unit="um"} 7770
chip_impl_metric{name="finalSetupViolCount",unit=""} 0
chip_impl_metric{name="grt-ovfl-total",unit=""} 0
chip_impl_metric{name="cp_num_buf_inv",unit=""} 5
chip_impl_metric{name="detail_route.drc_violations",unit=""} 0
chip_impl_info{name="rr_startpoint",value="RAM[15][3]"} 1
chip_impl_metric{name="slew-limit-headroom",unit="%"} 71.0
chip_impl_metric{name="cts_hold_repair.buffers",unit=""} 0
chip_impl_metric{name="max_slew.worst_pin.slew",unit="ns"} 0.434
chip_impl_metric{name="min_period",unit="ns"} 1.66
chip_impl_info{name="setup_repair_after_global_routing_missed_its_margin",value="true"} 1
chip_impl_info{name="netlist.top_cell.by_area",value="edfxtp_1"} 1
chip_impl_metric{name="synth_largest_type_area_fraction",unit="%"} 49.2
chip_impl_metric{name="finalCoreUtilization",unit="%"} 66.8
chip_impl_metric{name="place_worst_setup_slack",unit="ns"} -0.495
chip_impl_metric{name="synth.yosys.warnings",unit=""} 2
chip_impl_metric{name="fp.coreArea",unit="um2"} 6940
chip_impl_metric{name="cap_viol_max_count",unit=""} 0
chip_impl_metric{name="dr.first_iter.drc_count",unit=""} 91
chip_impl_info{name="cp_top_family",value="buffers and inverters"} 1
chip_impl_metric{name="grt_pass1_vias",unit=""} 2263
chip_impl_metric{name="clkSlewWorstSetupHoldPaths",unit="ns"} 0.08
chip_impl_info{name="critical_path.startpoint",value="iAddr[3]"} 1
chip_impl_metric{name="die_width",unit="um"} 87.5
chip_impl_info{name="cts_root_buffer",value="clkbuf_8"} 1
chip_impl_metric{name="log_warnings",unit=""} 28
chip_impl_metric{name="cts.sink_count",unit=""} 88
chip_impl_metric{name="clock_skew",unit="ns"} 0.00612
chip_impl_metric{name="synth.distinct_cells",unit=""} 40
chip_impl_metric{name="synth.yosys.num_cells",unit=""} 248
chip_impl_info{name="yosys_most_used_dff",value="edfxtp_1"} 1
chip_impl_info{name="hold_path_class",value="flop to flop"} 1
chip_impl_metric{name="route.vias.total",unit=""} 2367
chip_impl_metric{name="core.rowCount",unit=""} 30
chip_impl_metric{name="syn_area",unit="um2"} 3660
chip_impl_info{name="slowest_stage",value="clkdlybuf4s50_1"} 1
chip_impl_metric{name="dpl.hpwl",unit="um"} 5540
chip_impl_info{name="status",value="completed"} 1
chip_impl_metric{name="layout_setup_ws",unit="ns"} 0.0444
chip_impl_metric{name="slowest_delay",unit="ns"} 0.45
chip_impl_info{name="layout.cells.most_common",value="edfxtp_1"} 1
chip_impl_metric{name="drt_first_pass_iters",unit=""} 4
chip_impl_metric{name="postRouteAntennaNets",unit=""} 0
chip_impl_metric{name="yosys_register_bits",unit=""} 88
chip_impl_metric{name="cp_data_required_time",unit="ns"} 1.77
chip_impl_info{name="cp_cell_sequence",value="clkdlybuf4s50_1 > buf_4 > buf_4 > nand2_1 > buf_4 > nor2_1 > buf_4"} 1
chip_impl_info{name="critical_path.most_common_cell",value="buf_4"} 1
chip_impl_metric{name="portBuffers",unit=""} 34
chip_impl_metric{name="grt_usage",unit="%"} 23.0
chip_impl_info{name="hold_path.startpoint",value="RAM[0][3]"} 1
chip_impl_metric{name="ir_worst_vdd",unit="mV"} 0.509
chip_impl_info{name="endpoint_kind",value="flop"} 1
chip_impl_metric{name="rrSetupSlack",unit="ns"} 0.33
chip_impl_metric{name="post_synth.cell_area_avg",unit="um2"} 14.8
chip_impl_info{name="criticalPathCategory",value="primary input to flop"} 1
chip_impl_metric{name="totalPowerFinal",unit="mW"} 4.65
chip_impl_metric{name="cts_buffer_depth",unit=""} 2
chip_impl_metric{name="timing.final.hold_violations",unit=""} 0
chip_impl_metric{name="count_of_h_tree_levels_built_during_cts",unit=""} 3
chip_impl_metric{name="achievable-frequency",unit="GHz"} 0.604
chip_impl_metric{name="wire_per_inst",unit="um"} 18.2
chip_impl_metric{name="cts_post_setup_buffers_inserted",unit=""} 0
chip_impl_metric{name="p_leak",unit="nW"} 1.73
chip_impl_metric{name="critical_path.max_fanout",unit=""} 10
chip_impl_metric{name="synthArstFlopShare",unit="%"} 31.8
chip_impl_info{name="most-common-layout-cells",value="edfxtp_1, buf_4, clkdlybuf4s50_1"} 1
chip_impl_metric{name="grt_antenna_before_repair",unit=""} 0
chip_impl_metric{name="synth_sequential_area_ratio",unit="%"} 68.4
chip_impl_metric{name="synth-edff-count",unit=""} 60
chip_impl_metric{name="finalCritPeriodShare",unit="%"} 97.4
chip_impl_metric{name="wire_length_of_the_first_global_routing_pass",unit="um"} 12000
flip-flops by register name, indices dropped and copies added, names as in the netlist:
name / cells
RAM: 64
D1: 24
where the power goes:
group,total (mW),switching [mW],internal [mW],leakage (nW)
registers,2.60,0.116,2.49,0.871
clock network,1.31,0.698,0.614,0.0972
logic,0.736,0.227,0.509,0.764
cell type report:
| class | instances | area, um2 | share of cell area [%] |
|---|---|---|---|
| Clock buffer | 12 | 155 | 3.34 |
| Clock inverter | 4 | 26.3 | 0.566 |
| Inverter | 1 | 3.75 | 0.0809 |
| Multi-Input combinational cell | 145 | 1100 | 23.7 |
| Sequential cell | 88 | 2500 | 53.9 |
| Tap cell | 96 | 120 | 2.59 |
| Timing Repair Buffer | 82 | 734 | 15.8 |
cell usage after synthesis (6+ instances only):
library cell  count
edfxtp_1         60
dfrtp_1          28
mux2_2           24
nor2_1           22
a21oi_1           9
nor2b_1           8
and3_1            7
buf_2             7
nand3b_1          7
a22oi_1           6
nand2_1           6
nand3_1           6
o22ai_1           6
routing by layer:
layer | global-route usage (%) | up-vias | routed length, um
met2 | 31.0 | 83 | 3400
met3 | 7.25 | 16 | 472
met5 | 0 | - | 0
li1 | - | 1112 | -
met1 | 41.8 | 1156 | 3730
met4 | 4.17 | 0 | 169
through the flow:
| stage | hold slack (ns) | cells | instance area [um2] |
|---|---|---|---|
| after floorplan | 0.0444 | 248 | 3660 |
| after global placement | 0.489 | 411 | 4390 |
| after detailed placement | 0.500 | 411 | 4390 |
| after CTS | 0.518 | 427 | 4590 |
| after global routing | 0.529 | 428 | 4640 |
| final | 0.513 | 428 | 4640 |
repair_timing:
item,in CTS,in global routing
cloned,0,1
endpoints found under the setup margin,32,28
resized,6,10
pin swaps,0,2
logic make-up (layout without fill, tap and decap cells):
| logic type | after synthesis | count (layout) | synth area share (%) |
|---|---|---|---|
| buffers and inverters | 15 | 99 | 2.70 |
| muxes | 28 | 28 | 8.48 |
| and+or+nand+nor | 73 | 73 | 11.4 |
| DFF | 88 | 88 | 68.4 |
| AOI/OAI and AO/OA | 44 | 44 | 9.03 |
final timing paths:
path                              endpoint  cells after the start
worst max-delay path            RAM[13][1]                      7
worst min-delay path             RAM[0][3]                      1
worst max register to register       D1[3]                      4
worst min register to register   RAM[0][3]                      1
max in group asynchronous            D1[1]                      2
min in group asynchronous        RAM[0][2]                      2
Power is estimated from default activity; no workload was simulated.
